==> flow/design.v <==
module dffps (input clk,reset,d,output reg q ,output qbr);
initial 
q=0;
always@ (posedge clk)begin
if(reset)
q<=d;
else
q<=0;
end
assign qbr=~q;
endmodule
module mux21 (input a,b,s,output reg y);
always @(*) begin
if(s)
y=b;
else
y=a;
end
endmodule
module mux41 (input a,b,c,d,s1,s2,output  y1);
wire w1,w2;
mux21 ry (a,b,s1,w1);
mux21 eu (c,d,s1,w2);
mux21 er(w1,w2,s2,y1);
endmodule
module usr (input clk,reset,p1,p2,p3,p4,s0,s1,output q1,q2,q3,q4);
wire d1,d2,d3,d4;
mux41 ty (q1,q4,q2,p1,s0,s1,d1);
dffps ey (clk,reset,d1,q1);
mux41  fg (q2,q1,q3,p2,s0,s1,d2);
dffps gh (clk,reset,d2,q2);
mux41  hj (q3,q2,q4,p3,s0,s1,d3);
dffps nm (clk,reset,d3,q3);
mux41 vb (q4,q3,q1,p4,s0,s1,d4);
dffps  cv (clk,reset,d4,q4);
endmodule
==> flow/run.sh <==
#!/bin/bash
# OpenROAD 26Q1-2900-gdf79404cd8, Yosys 0.63+post, stock flow scripts
make -C /OpenROAD-flow-scripts/flow DESIGN_CONFIG=/design/flow/config.mk WORK_HOME=/design/flow/orfs finish
==> flow/config.mk <==
export PLATFORM = sky130hd
export DESIGN_NAME = usr
export DESIGN_NICKNAME = usr
export VERILOG_FILES = /design/flow/design.v
export SDC_FILE = /design/flow/constraint.sdc
export NUM_CORES = 4
export LEC_CHECK = 1
export CORE_AREA = 10 10 70 70
export DIE_AREA = 0 0 80 80
==> flow/constraint.sdc <==
current_design usr

set clk_period 1.2
set clk_io_pct 0.2

create_clock -name clk0 -period $clk_period [get_ports {clk}]

set non_clock_inputs [all_inputs -no_clocks]
set_input_delay [expr $clk_period * $clk_io_pct] -clock clk0 $non_clock_inputs
set_output_delay [expr $clk_period * $clk_io_pct] -clock clk0 [all_outputs]
==> reports/metrics.cfg <==
[outcome]
run_status=completed

[detailed_routing]
num_vias=223
first_pass_iters=2
ant_nets=0
drt_wl_total_um=688
drc=0
num_antenna_cells=0
wl_per_cell_um=8.29
via_per_inst=2.69
first_iter_violations=14

[finish]
drive_gt1_share_pct=32.4
seq_area_sq_um=85.1
area_delta_synth_final_pct=111
final.fill_count=399
lay_top_cells=mux2i_1 (8), clkdlybuf4s50_1 (7)
fin_cells=83
lay_top_count=mux2i_1
finish.utilization_pct=12.7
comb_area_sq_um=115

[worst_setup_path]
slowest_stage=clkdlybuf4s50_1
reg2reg_from=ey.q
crit_fanout=8
worst-setup-path-type=in2reg
critPathMaxStageDelay_ns=0.51
cp_cell_sequence=clkdlybuf4s50_1, buf_12, mux2i_1, o22ai_1
crit_start=s1
cp.required_ns=1.30
critPathCaptureType=register
r2r-end=cv.q
rrSetupSlack_ns=0.39
crit_path_start_kind=input port
worstRegToRegCells=3
critPathArrivalTime_ns=1.18
endpoint=ey.q

[global_route]
grt_pass1_vias=236
grt_pass1_wl_um=1010
gr-total-overflow=0
grt_util_all_layers_pct=1.92
grt_max_degree=9
antenna_found_initial=0

[placement]
place_ws_ns=-0.114
dpl.cell_count=76
gp_congestion=0.837
portBuffers=11

[die]
coreArea_sq_mm=0.00342
die_area_sq_mm=0.00640
io_pins=12
die_w_um=80
initial_utilization_pct=6.04
rows=21
die-height_um=80

[timing]
tightest_slew_ns=0.159
min_period_ns=1.08
fmax_mhz=926
hold_viol=0
whs_ns=0.628
max_slew_margin_pct=89.1
skew_ns=0.00344
slew_viol_final=0
rsz0062_at_grt=false
setup_ws_ns=0.120
setup_viol=0
finalCritPeriodShare_pct=90.0
tns_ns=0

[synth]
netlist_area_sq_um=206
synth_area_per_cell_sq_um=10.9
synth_cell_types=6
synthCells=19
area_leaders=dfxtp_1 (39%), mux2i_1 (39%), o22ai_1 (12%)
top_cell_area_share_pct=38.8
yosysWarnings=2
synth_top_cell_by_area=dfxtp_1
ys_chip_area_sq_um=206
synth_seq_share_pct=38.8
ys_cells=19
ys_ff=4

[clock_network]
cts_buffers=3
cts_tree=built
cts.clk_slew.worst_paths_ns=0.04
clock-sinks=4
h-tree-depth=1
cts_buffer_depth=2
cts-root-buf=clkbuf_4
clkLatencyLatePin_ns=0.23

[power]
cellLeakagePower_nw=0.189
max-vdd-ir-drop_mv=0.146
powerDensity_mw_per_mm2=899

[job]
warnings=25
cap_violations=0

[hold_path]
min_path_type=reg2reg

## metrics by stage
step | total power (W) | area, sq um
after detailed placement | 0.000228 | 383
final | 0.000392 | 435
after global routing | 0.000417 | 435
after CTS | 0.000402 | 435
after global placement | 0.000227 | 383
after floorplan | 0.000179 | 206
## how the worst min path moves through the flow
stage	start	endpoint	slack (ns)	cells past startpoint
global route	gh.q	nm.q	0.66	3
finish	gh.q	nm.q	0.63	3
CTS	gh.q	nm.q	0.63	3
## cell type report
type / count / area share, %
Timing Repair Buffer: 16 / 35.6
Tap cell: 46 / 13.2
Multi-Input combinational cell: 14 / 26.4
Clock buffer: 3 / 5.17
Sequential cell: 4 / 19.5
## critical path, delay by kind of cell
family | cells | cell delay (ns)
compound gates | 1 | 0.10
buf+inv | 2 | 0.65
mux | 1 | 0.20
## where the power goes
part	leakage (nW)	switching, W	internal (W)
logic	0.141	0.0000289	0.0000574
registers	0.0344	0.00000412	0.000143
clock network	0.0138	0.0000472	0.000111
total	0.189	0.0000803	0.000311
## registers in the layout, indices dropped and copies added (netlist names)
| register | count |
|---|---|
| cv.q | 1 |
| ey.q | 1 |
| gh.q | 1 |
| nm.q | 1 |
## routing by layer
metal / part of all wire [%] / vias to the layer above / GRT usage [%] / routed length, um
li1: - / 112 / - / -
met4: 3.9 / 0 / 1.23 / 27
met1: 48 / 98 / 2.33 / 329
met2: 37 / 11 / 2.65 / 252
met3: 11 / 2 / 0.909 / 79
met5: 0 / - / 0 / 0
## cells in the mapped netlist, drive strengths merged
cell    instances
mux2i           8
dfxtp           4
o22ai           4
buf             1
nand2           1
nand2b          1
## cell families after synthesis
family	count (synthesis)	share of synthesized area, %
AND-OR/OR-AND	4	12.1
multiplexers	8	38.8
buffers and inverters	1	5.45
flip-flops	4	38.8
AND/OR/NAND/NOR	2	4.85
## what timing repair did
action | 4_1_cts | 5_1_grt
endpoints found under the setup margin | 4 | 0
buffers inserted | 4 | 0
hold buffers | 0 | 0
resized | 8 | 0
No activity file was given, so power comes from the tool's default toggle rates.
