## ./config.mk

```make
export PLATFORM = sky130hd
export DESIGN_NAME = com3bit
export DESIGN_NICKNAME = com3bit
export VERILOG_FILES = /design/flow/design.v
export SDC_FILE = /design/flow/constraint.sdc
export NUM_CORES = 4
export LEC_CHECK = 1
export CORE_AREA = 10 10 70 70
export DIE_AREA = 0 0 80 80
```

## ./constraint.sdc

```tcl
current_design com3bit

set clk_period 1.3
set clk_io_pct 0.2

create_clock -name clk0 -period $clk_period

set non_clock_inputs [all_inputs -no_clocks]
set_input_delay [expr $clk_period * $clk_io_pct] -clock clk0 $non_clock_inputs
set_output_delay [expr $clk_period * $clk_io_pct] -clock clk0 [all_outputs]
```

## ./design.v

```verilog
module com3bit (input[3:0] a,b,output reg [3:0] e,g,l);
always@(*) begin
if (a==b)begin
e=1;
g=0;
l=0;
end
else if(a<b) begin
e=0;
g=1;
l=0;
end
else begin
e=0;
g=0;
l=1;
end
end
endmodule
```

## ./run.sh

```bash
#!/bin/bash
# OpenROAD 26Q1-2900-gdf79404cd8, Yosys 0.63+post, stock flow scripts
make -C /OpenROAD-flow-scripts/flow DESIGN_CONFIG=/design/flow/config.mk WORK_HOME=/design/flow/orfs finish
```

==> flow_summary.toml <==
# physical design summary
[run_status]
violations = "setup timing"
status = "finished with violations"

[timing]
timing.fmax_mhz = 724
maxSlewViolCount = 0
setup_viol = 2
min_period_over_period = 1.06
min_period_ps = 1380
final-hold-violation-count = 0
setup_ws_ps = -80.9
rsz0062_at_grt = "true"

[placed_design]
gp_congestion = 0.740
hpwl_um = 437
place_inst = 83
portBuffers = 11

[detailed_routing]
diodes = 0
finalWirelength_um = 600
drc_errors = 0
via_count = 189
wire_per_inst_um = 7.14
drt-pass1-iter-count = 1
antenna_left = 0
drtIter0Drc = 0
viasPerCell = 2.25

[floorplan]
ios = 20
num_rows = 21
chipArea_sq_um = 6400
fp-utilization = 0.0527
core_sq_um = 3420
die_y_um = 80
die_w_um = 80

[pwr]
power_density_nw_per_um2 = 318
leakage_nw = 0.179
ir_worst_vdd_mv = 0.0388

[setup_path]
critPathKind = "in -> out"
cp_max_fo = 2
cp-end-kind = "output port"
required_ps = 1040
cp_data_arrival_time_ps = 1120
critPathLaunchType = "input port"

[global_routing]
grt-ovfl-total = 0
antenna_found_initial = 0
grt_max_degree = 3
grt_usage = 0.0150
grt_pass1_vias = 203
grt_pass1_wl_um = 841

[final_layout]
final_cells = 84
lay_top_cells = "conb_1, buf_6, ha_4"
clock_buffers = 0
nFillCells = 394
area_delta_synth_final_pct = 137
flop-count = 0
drive_above_1_share = 0.684
utilization = 0.125
layout_top_cell = "conb_1"
flop_area_sq_um = 0

[min_path]
hold_class = "in -> out"

[synthesis]
yosys_warnings = 1
syn_inst = 27
yosysUniqueCellTypes = 10
syn-cell-area_sq_um = 180
ys_seq_share = 0
syn_area_per_cell_sq_um = 6.67
ys_cells = 27
yosys-stat-area_sq_um = 180

[job]
drv_cap = 0
warning_count = 34
==> Yosys cell counts (all sizes together) <==
cell type | number | area share
a21oi | 2 | 0.076
buf | 9 | 0.37
conb | 1 | 0.021
ha | 4 | 0.28
inv | 5 | 0.10
nand2 | 2 | 0.042
nor2 | 2 | 0.042
nor2b | 1 | 0.035
o21ai | 1 | 0.028
==> where the power goes <==
part / internal, W / total [W] / switching (W)
combinational: 0.0000804 / 0.000136 / 0.0000557
sequential: 0 / 0 / 0
clock: 0 / 0 / 0
==> through the flow <==
| step | power [W] | hold WS, ps | worst slack (ps) | setup TNS [ps] | area, sq um |
|---|---|---|---|---|---|
| 2_1_floorplan | 0.0000462 | 756 | 174 | 0 | 210 |
| 3_3_place_gp | 0.0000787 | 1680 | -820 | -2320 | 310 |
| 3_5_place_dp | 0.0000785 | 1670 | -813 | -2330 | 310 |
| 4_1_cts | 0.000111 | 956 | -27.8 | -27.8 | 368 |
| 5_1_grt | 0.000151 | 980 | -118 | -210 | 428 |
| 6_report | 0.000136 | 946 | -80.9 | -90.4 | 428 |
==> cell families after synthesis <==
kind of cell,share of synthesized area
and+or+nand+nor,0.118
AOI/OAI and AO/OA,0.104
buffers and inverters,0.479
other,0.0208
adders and majority gates,0.278
==> area by class of cell <==
class | instances | area, sq um | share of cell area
inverters | 5 | 23.8 | 0.0556
multi-input cells | 21 | 221 | 0.518
well taps | 46 | 57.6 | 0.135
repair buffers | 12 | 125 | 0.292
==> critical path, stage by stage <==
cell     delay, ps
buf_6           70
inv_4           30
ha_4           270
nand2_4         60
o21ai_4        160
nor2b_1        150
buf_2          110
==> worst paths after layout <==
check | startpoint | end | cells after the start
setup / recovery | b[3] | l[0] | 7
hold / removal | a[3] | g[0] | 6
==> what timing repair did <==
item                                    CTS  global route
hold buffers                              0             0
gates resized                            59            11
endpoints found under the hold margin     0             0
gates cloned                              0             0
endpoints found under the setup margin    3             3
setup buffers                             1             0
pin swaps                                11             7
==> routing by layer <==
metal	global-route usage	vias to the layer above	wire length [um]
met5	0	-	0
met4	0	0	0
li1	-	87	-
met2	0.0241	14	268
met1	0.0198	88	274
met3	0.00568	0	57
Power and IR drop assume default switching activity.
